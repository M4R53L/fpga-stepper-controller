[design/flow/run.sh]
#!/bin/bash
# OpenROAD 26Q1-2900-gdf79404cd8, Yosys 0.63+post, stock flow scripts
make -C /OpenROAD-flow-scripts/flow DESIGN_CONFIG=/design/flow/config.mk WORK_HOME=/design/flow/orfs finish
[design/flow/config.mk]
export PLATFORM = sky130hd
export DESIGN_NAME = pulse_generator_module
export DESIGN_NICKNAME = pulse_generator_module
export VERILOG_FILES = /design/flow/design.v
export SDC_FILE = /design/flow/constraint.sdc
export NUM_CORES = 4
export LEC_CHECK = 1
export CORE_AREA = 10 10 93 93
export DIE_AREA = 0 0 103 103
[design/flow/constraint.sdc]
current_design pulse_generator_module

set clk_period 1.3
set clk_io_pct 0.2

create_clock -name clk0 -period $clk_period [get_ports {clk}]

set non_clock_inputs [all_inputs -no_clocks]
set_input_delay [expr $clk_period * $clk_io_pct] -clock clk0 $non_clock_inputs
set_output_delay [expr $clk_period * $clk_io_pct] -clock clk0 [all_outputs]
[design/flow/design.v]
module pulse_generator_module (
    input wire clk,
    input wire resetb,
    output reg pulse
);
    reg [31:0] counter;
    reg [31:0] counter_limit;
    always @(posedge clk or negedge resetb) begin
        if (~resetb) begin
            counter <= 32'b0;
            pulse <= 1'b0;
        end else begin
            if (counter >= (counter_limit / 2 - 1)) begin
                counter <= 32'b0;
                pulse <= ~pulse;
            end else begin
                counter <= counter + 1;
            end
        end
    end
endmodule
==> results.py <==
# Generated from Yosys and OpenROAD reports
metrics = {
    "finish": {
        "register_area_um2": 826,
        "logic_area_um2": 292,
        "syn_to_final_growth_pct": 36.4,
        "lay_top_count": "dfrtp_1",
        "stdcell_count": 177,
        "final_layout_size_suffix_gt1_frac": 0.175,
        "mostFrequentLayoutCells": "33 x dfrtp_1, 29 x conb_1, 6 x clkbuf_8",
        "nFillCells": 732,
    },
    "job": {
        "tool_warnings": 29,
        "maxCapViolations": 0,
    },
    "global_routing": {
        "antenna_found_initial": 0,
        "grt_pass1_wl_um": 1940,
        "grt_start_max_net_pins": 34,
        "grtUsageTotal": 0.0228,
        "grt-ovfl-total": 0,
        "grt_pass1_vias": 451,
    },
    "final_timing": {
        "clock.fmax_mhz": 753,
        "period_used_share": 1.02,
        "skew_ps": 3.91,
        "hold_violations": 0,
        "fin_crit_ps": 1330,
        "rsz0062_at_grt": "true",
        "fin_tns_setup_ps": -54.4,
        "maxSlewViolCount": 0,
        "setup_violations": 2,
        "setup_slack_ps": -28.7,
    },
    "synthesis": {
        "top_area_cell": "dfrtp_1",
        "ys_seq_frac": 0.821,
        "synth_cells": 56,
        "post-synth-top-area-fraction": 0.821,
        "synth.distinct_cells": 12,
        "synth_stat.cells": 56,
        "ys_warn_count": 32,
        "area_leaders": "dfrtp_1 82%, ha_1 3.7%, nor4_2 3.7%",
        "synthesis.area_um2": 1010,
        "ys_ff": 33,
        "yosys_area_um2": 1010,
        "syn_avg_cell_area_um2": 18.0,
    },
    "routing": {
        "wl_met1_um": 408,
        "wl_per_cell_um": 5.72,
        "highest_layer": "met4",
        "met2_length_um": 499,
        "viasPerCell": 2.62,
        "antenna_cells": 0,
        "drc": 0,
        "first_pass_iters": 2,
        "dr_total_vias": 464,
        "ant_nets": 0,
        "wirelength_um": 1010,
        "route.met3.wl_um": 77,
        "dr.first_iter.drc_count": 20,
    },
    "worst_setup_path": {
        "ff2ff_path_depth": 4,
        "arrival_ps": 1530,
        "cp.required_ps": 1500,
        "end_kind": "flip-flop",
        "r2r_end": "counter[2]",
        "cp-start-kind": "flip-flop",
        "worstSetupPathType": "reg -> reg",
        "reg2reg_from": "counter[7]",
        "cp-startpoint": "counter[7]",
        "reg2reg_slack_ps": -30,
        "cp_max_fo": 2,
        "crit_end": "counter[2]",
    },
    "run_status": {
        "failed_checks": "setup timing",
        "outcome": "finished with violations",
    },
    "floorplan": {
        "core_area_um2": 6760,
        "rows": 30,
        "die_y_um": 103,
        "io_pins": 3,
        "core_util_floorplan": 0.149,
        "die_area_um2": 10600,
        "die_x_um": 103,
    },
    "clock_tree": {
        "clock_sinks": 33,
        "root_buffer": "clkbuf_8",
        "path_clk_slew_ps": 60,
        "cts_buffers": 5,
        "htree_levels": 2,
        "cts_tree": "built",
        "clockBufferDepth": 2,
        "insertion_delay_ps": 270,
    },
    "power": {
        "p_leak_nw": 0.621,
        "pwr_density_cell_nw_per_um2": 1350,
        "power.total_mw": 1.86,
        "vdd_ir_drop_max_mv": 0.986,
    },
    "placed_design": {
        "portBuffers": 2,
        "dp_slack_ps": -28.2,
        "routabilityCongestion": 0.712,
        "dp_cells": 169,
    },
    "hold_path": {
        "hold_class": "in -> async",
    },
}
## how the worst min path moves through the flow
stage	to	slack, ps	cells past startpoint
CTS	counter[12]	350	2
global route	counter[13]	360	2
finish	counter[12]	350	2
## report_power, final
part           switching, mW  total, mW  internal [mW]
Combinational         0.0294     0.0447         0.0153
Sequential            0.0169       1.09           1.07
Clock                  0.305      0.724          0.419
## logic make-up after synthesis
| logic type | synth area share |
|---|---|
| adder cells (fa/ha/maj) | 0.0373 |
| other | 0.00373 |
| buffers and inverters | 0.00747 |
| XOR/XNOR | 0.0174 |
| flip-flops | 0.821 |
| AND/OR/NAND/NOR | 0.113 |
## stage by stage
stage | cell area [µm²] | hold slack (ps) | util
floorplan | 1110 | -35.6 | -
global placement | 1270 | 463 | 0.188
detailed placement | 1270 | 467 | 0.188
CTS | 1370 | 348 | 0.203
global route | 1370 | 356 | 0.203
finish | 1370 | 349 | 0.203
## Yosys cell counts
cell type	n
or2_1	1
nor2_1	3
nand4_1	2
nor4_2	3
nor4_1	4
nor4b_2	1
dfrtp_1	33
xnor2_1	2
ha_1	3
inv_1	2
and2_1	1
conb_1	1
## state kept, by name, indices dropped and copies added, names as in the netlist
signal   count
pulse        1
counter     32
## per-layer routing
metal,track usage,vias to the layer above
met5,0,-
met4,0.00749,0
met3,0.0129,5
met2,0.0356,7
met1,0.0258,215
li1,-,237
## critical path, cell delays in order, from the launching register on
cell and delay (ps):
dfrtp_1 360, nor4_1 350, nand4_1 200, or2_1 280
nor2_1 80
## timing repair
action	4_1_cts	5_1_grt
setup buffers	1	0
pin swaps	2	3
cloned	0	0
gates resized	3	1
endpoints found under the setup margin	5	4
hold buffers	0	0
## cell type report
| type | instances | area share |
|---|---|---|
| clock buffers | 7 | 0.0629 |
| inverters | 2 | 0.00547 |
| multi-input cells | 49 | 0.212 |
| flip-flops and latches | 33 | 0.602 |
| well taps | 80 | 0.0729 |
| repair buffers | 6 | 0.0447 |
Power is estimated from default activity; no workload was simulated.
