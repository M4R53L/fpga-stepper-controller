==> flow/design.v <==
module counter_module (
    input wire clk,
    input wire resetb,
    input wire [31:0] counter_limit,
    output reg [31:0] counter,
    output reg pulse
);
    always @(posedge clk or negedge resetb) begin
        if (~resetb) begin
            counter <= 32'b0;
            pulse <= 1'b0;
        end else begin
            if (counter >= (counter_limit / 2 - 1)) begin
                counter <= 32'b0;	 
                pulse <= ~pulse;  
            end else begin
                counter <= counter + 1;  
            end
        end
    end
endmodule
module fsm_module (
    input wire pulse,
    input wire resetb,
    input wire direction,
    input wire step_size,
    input wire on,
    input wire qstep_on,  
    output reg [3:0] cs,
    output reg [3:0] ns
);
    parameter ONE = 4'b1000,
              TWO = 4'b0010,
              THREE = 4'b0100,
              FOUR = 4'b0001,
              IDLE = 4'b0000,
              HALF_ONE = 4'b1000,
              HALF_TWO = 4'b0011,
              HALF_THREE = 4'b0010,
              HALF_FOUR = 4'b0110,
              HALF_FIVE = 4'b0100,
              HALF_SIX = 4'b1100,
              HALF_SEVEN = 4'b0001,
              HALF_EIGHT = 4'b1001;
    always @(posedge pulse or negedge resetb) begin
        if (~resetb) begin
            cs <= IDLE;
        end else begin
            cs <= ns;  
        end
    end
    always @(*) begin
        if (qstep_on) begin
            if (step_size) begin
                case (cs)
                    ONE: ns = direction ? TWO : FOUR;
                    TWO: ns = direction ? THREE : ONE;
                    THREE: ns = direction ? FOUR : TWO;
                    FOUR: ns = direction ? ONE : THREE;
                    IDLE: ns = ONE;
                    default: ns = IDLE;
                endcase
            end else begin
                case (cs)
                    HALF_ONE: ns = direction ? HALF_TWO : HALF_EIGHT;
                    HALF_TWO: ns = direction ? HALF_THREE : HALF_ONE;
                    HALF_THREE: ns = direction ? HALF_FOUR : HALF_TWO;
                    HALF_FOUR: ns = direction ? HALF_FIVE : HALF_THREE;
                    HALF_FIVE: ns = direction ? HALF_SIX : HALF_FOUR;
                    HALF_SIX: ns = direction ? HALF_SEVEN : HALF_FIVE;
                    HALF_SEVEN: ns = direction ? HALF_EIGHT : HALF_SIX;
                    HALF_EIGHT: ns = direction ? HALF_ONE : HALF_SEVEN;
                    IDLE: ns = HALF_ONE;
                    default: ns = IDLE;
                endcase
            end
        end else if (on) begin
            if (step_size) begin
                case (cs)
                    ONE: ns = direction ? TWO : FOUR;
                    TWO: ns = direction ? THREE : ONE;
                    THREE: ns = direction ? FOUR : TWO;
                    FOUR: ns = direction ? ONE : THREE;
                    IDLE: ns = ONE;
                    default: ns = IDLE;
                endcase
            end else begin
                case (cs)
                    HALF_ONE: ns = direction ? HALF_TWO : HALF_EIGHT;
                    HALF_TWO: ns = direction ? HALF_THREE : HALF_ONE;
                    HALF_THREE: ns = direction ? HALF_FOUR : HALF_TWO;
                    HALF_FOUR: ns = direction ? HALF_FIVE : HALF_THREE;
                    HALF_FIVE: ns = direction ? HALF_SIX : HALF_FOUR;
                    HALF_SIX: ns = direction ? HALF_SEVEN : HALF_FIVE;
                    HALF_SEVEN: ns = direction ? HALF_EIGHT : HALF_SIX;
                    HALF_EIGHT: ns = direction ? HALF_ONE : HALF_SEVEN;
                    IDLE: ns = HALF_ONE;
                    default: ns = IDLE;
                endcase
            end
        end else begin
            ns = IDLE;
        end
    end
endmodule
module neg_edge_detector (
    input wire clk,
    input wire resetb,
    input wire quarter,  
    output wire neg_edge_quarter  
);
    reg quarter_prev;  
    always @(posedge clk or negedge resetb) begin
        if (~resetb) begin
            quarter_prev <= 1'b1;	 
        end else begin
            quarter_prev <= quarter;  
        end
    end
    assign neg_edge_quarter = ~quarter & ~quarter_prev;
endmodule
module qstep (spd, start, on, rst, hs);
    input wire spd, start, rst, hs;
    output reg on;
    parameter TIME_TO_COUNT_QUARTER = 7'b0110010;  
    parameter TIME_TO_COUNT_HALF = 7'b1100100;     
    reg [6:0] count;  
    reg en_count;  
    wire end_c_int;  
    assign end_c_int = (count == (hs ? TIME_TO_COUNT_HALF : TIME_TO_COUNT_QUARTER) - 7'b00000001);
    always @(posedge spd or negedge rst) begin
        if (~rst) begin
            on <= 1'b0;
        end else if (on) begin
            on <= ~end_c_int;	 
        end else if (start) begin
            on <= 1'b1;  
        end
    end
	 always @(posedge spd or negedge rst) begin
        if (~rst) begin
            en_count <= 1'b0;
        end else if (start) begin
            en_count <= 1'b1;	 
        end else if (~on) begin
            en_count <= 1'b0;	 
        end else begin
            en_count <= en_count;	 
        end
    end
    always @(posedge spd or negedge rst) begin
        if (~rst) begin
            count <= 7'b0;
        end else if (en_count & on) begin
            count <= count + 7'b00000001;	 
        end else if (~on) begin
            count <= 7'b0;	 
        end else begin
            count <= 7'b0;  
        end
    end
endmodule
module quarter_spin_module (
    input wire clk,
    input wire resetb,
    input wire quarter,	 
    output reg quarter_prev,	 
    output reg quarter_spin_started,  
    input wire qstep_on	 
);
    always @(posedge clk or negedge resetb) begin
        if (~resetb) begin
            quarter_prev <= 1'b1;  
            quarter_spin_started <= 1'b0;  
        end else begin
            quarter_prev <= quarter;	 
            if (qstep_on) begin
                quarter_spin_started <= 1'b1;	 
            end else if (quarter_prev & ~quarter) begin
                quarter_spin_started <= 1'b0;	 
            end
        end
    end
endmodule
module segment (
    input [31:0] in,	 
    output reg [6:0] out  
);
    parameter one   = 7'b1111001;
    parameter two   = 7'b0100100;
    parameter three = 7'b0110000;
    parameter four  = 7'b0011001;
    parameter five  = 7'b0010010;
    parameter six   = 7'b0000010;
	 parameter integer TEN_SPINS = 1515151,
                      TWENTY_SPINS = 757575,
                      THIRTY_SPINS = 500000,
                      FOURTY_SPINS = 375000,
                      FIFTY_SPINS = 300000,
                      SIXTY_SPINS = 250000;
    always @ (in) begin
        case(in)
            TEN_SPINS: out <= one;
            TWENTY_SPINS: out <= two;
            THIRTY_SPINS: out <= three;
            FOURTY_SPINS: out <= four;
            FIFTY_SPINS: out <= five;
            SIXTY_SPINS: out <= six;
            default: out <= 7'b1111111;  
        endcase
    end
endmodule
module speed_control_module (
    input wire clk,
    input wire resetb,
    input wire speed_sel,	 
    output reg [31:0] counter_limit	 
);
    parameter integer TEN_SPINS = 1515151,
                      TWENTY_SPINS = 757575,
                      THIRTY_SPINS = 500000,
                      FOURTY_SPINS = 375000,
                      FIFTY_SPINS = 300000,
                      SIXTY_SPINS = 250000;
    reg [31:0] speed_reg;  
    reg speed_sel_prev;  
    reg count_up;  
    always @(posedge clk or negedge resetb) begin
        if (~resetb) begin
            counter_limit <= TEN_SPINS;  
            speed_reg <= TEN_SPINS;	 
            speed_sel_prev <= 1'b0;	 
            count_up <= 1'b0;	 
        end else begin
            speed_sel_prev <= speed_sel;	 
            if (speed_sel_prev && ~speed_sel) begin 
                if (~count_up) begin
                    case (speed_reg)
                        TEN_SPINS: speed_reg <= TWENTY_SPINS;
                        TWENTY_SPINS: speed_reg <= THIRTY_SPINS;
                        THIRTY_SPINS: speed_reg <= FOURTY_SPINS;
                        FOURTY_SPINS: speed_reg <= FIFTY_SPINS;
                        FIFTY_SPINS: speed_reg <= SIXTY_SPINS;
                        SIXTY_SPINS: begin
                            speed_reg <= FIFTY_SPINS;
                            count_up <= 1'b1;	 
                        end
                        default: speed_reg <= TEN_SPINS;
                    endcase
                end else begin
                    case (speed_reg)
                        SIXTY_SPINS: speed_reg <= FIFTY_SPINS;
                        FIFTY_SPINS: speed_reg <= FOURTY_SPINS;
                        FOURTY_SPINS: speed_reg <= THIRTY_SPINS;
                        THIRTY_SPINS: speed_reg <= TWENTY_SPINS;
                        TWENTY_SPINS: speed_reg <= TEN_SPINS;
                        TEN_SPINS: begin
                            speed_reg <= TWENTY_SPINS;
                            count_up <= 1'b0;	 
                        end
                        default: speed_reg <= TEN_SPINS;
                    endcase
                end
            end
            counter_limit <= speed_reg;	 
        end
    end
endmodule
module step_motor_top(
    input wire clk,		
    input wire resetb,
    input wire direction,  	 
    input wire speed_sel,	  	 
	 input wire on,        	 	 
    input wire step_size,    	 
    input wire quarter,      	 
    output wire [3:0] pulses_out,	 
    output wire [6:0] sev_seg_o,
    output wire [6:0] sev_seg_t
);
    wire pulse;					 
    wire [31:0] counter_limit;  
    wire qstep_on;			 
    wire neg_edge_quarter;	
    wire [3:0] cs;
    wire [3:0] ns;
    counter_module u_counter (
        .clk(clk),
        .resetb(resetb),
        .counter_limit(counter_limit),
        .counter(counter),
        .pulse(pulse)
    );
    speed_control_module u_speed_ctrl (
        .clk(clk),
        .resetb(resetb),
        .speed_sel(speed_sel),
        .counter_limit(counter_limit)
    );
    quarter_spin_module u_quarter_spin (
        .clk(clk),
        .resetb(resetb),
        .quarter(quarter),
        .quarter_prev(quarter_prev),
        .quarter_spin_started(quarter_spin_started),
        .qstep_on(qstep_on)
    );
    fsm_module u_fsm (
        .pulse(pulse),
        .resetb(resetb),
        .direction(direction),
        .step_size(step_size),
        .on(on),
        .qstep_on(qstep_on),
        .cs(cs),
        .ns(ns)
    );
    neg_edge_detector u_neg_edge_det (
        .clk(clk),
        .resetb(resetb),
        .quarter(quarter),
        .neg_edge_quarter(neg_edge_quarter)
    );
    qstep my_qstep(
        .spd(pulse),
        .start(neg_edge_quarter & ~quarter_spin_started),
        .on(qstep_on),
        .rst(resetb),
        .hs(~step_size)
    );
    assign pulses_out = cs;
    assign sev_seg_o = 7'b1000000;	 
    segment show_speed(counter_limit, sev_seg_t);	 
endmodule
==> flow/run.sh <==
#!/bin/bash
# OpenROAD 26Q1-2900-gdf79404cd8, Yosys 0.63+post, stock flow scripts
make -C /OpenROAD-flow-scripts/flow DESIGN_CONFIG=/design/flow/config.mk WORK_HOME=/design/flow/orfs finish
==> flow/config.mk <==
export PLATFORM = sky130hd
export DESIGN_NAME = step_motor_top
export DESIGN_NICKNAME = step_motor_top
export VERILOG_FILES = /design/flow/design.v
export SDC_FILE = /design/flow/constraint.sdc
export NUM_CORES = 4
export LEC_CHECK = 1
export CORE_UTILIZATION = 50
==> flow/constraint.sdc <==
current_design step_motor_top

set clk_period 6.3
set clk_io_pct 0.2

create_clock -name clk0 -period $clk_period [get_ports {clk}]

set non_clock_inputs [all_inputs -no_clocks]
set_input_delay [expr $clk_period * $clk_io_pct] -clock clk0 $non_clock_inputs
set_output_delay [expr $clk_period * $clk_io_pct] -clock clk0 [all_outputs]
==> run summary <==
Status -> finished clean
RSZ-0062 raised after global routing -> no
Worst min-delay path endpoint -> u_speed_ctrl.counter_limit[10]
Worst Path Buf+Inv -> 2
H-Tree Depth -> 3
Ys cells -> 599
Initial Util -> 51.8%
Total tool warning count -> 29
Chip height -> 106 um
Ys async rst share -> 100%
Ports -> 25
Flip-flops with a built-in enable -> 0
Post-synthesis instance total -> 599
Met3 wire len -> 462 um
Largest fanout on the critical path -> 11
Hold crit path type -> flip-flop to flip-flop
CTS tree -> built
Slowest library cell on the worst path -> dfstp_2
DR vias/cell -> 5.78
Rel. slew slack -> 48.5%
Placer Congestion -> 0.959
Post-Place Cells -> 725
Die width -> 106 um
Reg power frac -> 51.7%
Post-CTS Setup Bufs -> 0
DR pass1 iterations -> 6
Largest stage delay on the critical path -> 0.64 ns
Cell Count, Final, Fillers Out -> 741
CTS Root Buffer Type -> clkbuf_8
Pint -> 0.743 mW
DP HPWL -> 8430 um
Fin crit period -> 4.17 ns
First-pass GRT wire length -> 19800 um
Synth Flop Type -> dfrtp_1
Top routing layer in use -> met4
Sequential area share after synthesis -> 39.6%
PostCTS Resize Cnt -> 0
Worst hold start -> u_speed_ctrl.speed_reg[10]
Pwr Density -> 180 mW/mm^2
WL met1 -> 5360 um
RR Startpoint -> u_speed_ctrl.counter_limit[10]
YS chip area -> 0.00537 sq mm
Vias -> 4282
# DRC -> 0
Arr. time, crit path -> 2.91 ns
Peak Freq -> 240 MHz
Register pins left without a clock -> 13
Final period util -> 66.2%
CTS buffer count -> 9
Grt total ovfl -> 0
Worst clock skew -> 0.0174 ns
Crit path launch type -> flip-flop
Post-route ant nets -> 0
CTS Hold Bufs -> 0
Iteration-0 DRC Markers -> 275
Max Cap Viol -> 0
Data required, critical path -> 5.04 ns
Clk latency late pin -> 0.36 ns
Site Rows -> 37
Max reg flops -> 32
Yosys cell types -> 64
Worst-margin pin slew -> 0.761 ns
Sw Ratio -> 28.9%
R2r worst-path depth -> 12
Number of unconstrained endpoints -> 17
Avg WL per Cell -> 15.5 um
P_leak -> 2.46 nW
Cell Area, Synth -> 0.00537 sq mm
Core area -> 0.0104 sq mm
Clk slew on worst S/H paths -> 0.08 ns
FF-to-FF setup slack -> 2.71 ns
Ant. Diodes -> 0
Dpl cell area -> 0.00559 sq mm
Clock buffer depth -> 2
Largest net degree at the start of global routing -> 58
Delay-heaviest family, CP -> simple AND/OR/NAND/NOR gates
WL met2 -> 5440 um
Max Slew Vio Count -> 0
Drt total wl -> 11500 um
Design Area, Final -> 0.00579 sq mm
Crit path cell chain -> inv_1, ha_1, nand4b_1, nor3_1, a41o_1, or2_2, nor2b_1, clkdlybuf4s50_1
Stages on the worst setup path -> 8
Vias in the first global route -> 4076
Gate power share -> 12.0%
Clk pwr share -> 36.3%
Final Hold Viols -> 0
Hold depth -> 0
Worst reg2reg path endpoint -> u_counter.pulse
Share of layout cells above drive strength 1 -> 9.59%
Gr usage total -> 22.8%
CP Capture Type -> output pin
#FFs+latches synth -> 84
Final Setup Violations -> 0
P_sw -> 0.302 mW
Crit path kind -> flip-flop to output pin
Die ar. -> 0.0112 sq mm
Initial antenna violation count -> 0
Setup TNS -> 0 ns
Peak VDD IR -> 0.178 mV
Port Buf Inserts -> 17
Yosys warns -> 11
Area delta synth->final -> 7.88%
Syn Area/Cell -> 8.97 sq um
[placed cells by master (no fill, tap or decap), types with 3 or more instances in the layout]
cell type,synthesis,routed
inv_1,13,13
xor2_1,21,21
dfstp_2,19,19
nand4_1,23,23
nand2b_1,3,3
buf_4,10,8
o2111ai_1,4,4
ha_1,38,38
nand2_1,57,57
clkdlybuf4s50_1,0,16
nand3_1,31,31
dfrtp_1,65,65
conb_1,2,7
nor4b_1,7,7
a21oi_1,22,22
nor4bb_1,5,5
and4_1,3,3
or3_1,5,5
o31ai_1,4,4
nor2b_1,7,7
o21a_1,3,3
nor4_1,12,12
clkbuf_8,0,10
o21ai_0,15,15
nor3_1,21,21
nand4b_1,5,5
xnor2_1,28,28
nor2_1,83,83
nor4_2,3,3
a21o_1,4,4
nand3b_1,3,3
a31oi_1,7,7
and3_1,9,9
[synth_stat cells (all sizes together) (3+ instances only)]
cell     instances  area share [%]
nand2b           4            0.61
xor2            21             3.4
buf             13             1.7
nor3            21             2.0
clkbuf          26             1.9
nand3           31             2.9
o21a             3            0.42
dfstp           19             9.3
nor4            15             2.1
nor2            83             5.8
inv             13            0.91
o21ai           15             1.4
and3             9             1.0
o2111ai          4            0.65
nand2           57             4.0
xnor2           28             4.6
nor4b            7             1.1
ha              38             8.9
a211oi           3            0.51
nor4bb           5            0.93
a21o             4            0.56
nor2b            7            0.82
and4             3            0.49
a21oi           22             2.1
a31oi            7            0.82
nand3b           3            0.42
o31ai            4            0.56
nand4b           5            0.82
dfrtp           65              30
nand4           23             2.7
or3              7            0.93
[power by group through the flow]
stage	Combinational [mW]	Clock [mW]	Sequential, mW
4_1_cts	0.127	0.392	0.540
5_1_grt	0.148	0.406	0.546
6_report	0.126	0.379	0.540
[per-layer routing]
metal,track usage (%),up-vias
met3,3.85,23
met2,37.0,108
met1,33.7,2020
met5,0,-
met4,4.37,0
li1,-,2131
[logic make-up after synthesis]
family	after synthesis	share of synthesized area [%]
fa+ha+maj	38	8.85
other cells	2	0.140
simple gates	293	28.9
flops	84	39.6
xor+xnor	49	7.99
compound gates	78	9.48
buf+inv	52	4.47
mux	3	0.582
[area by class of cell]
| type | count | area, sq um |
|---|---|---|
| repair buffers | 24 | 220 |
| inverters | 13 | 48.8 |
| fillers | 916 | 4580 |
| multi-input cells | 468 | 3020 |
| well taps | 136 | 170 |
| flip-flops and latches | 84 | 2130 |
| clock inverters | 6 | 67.6 |
| clock buffers | 10 | 138 |
[worst reg2reg max path, cell delays in order, from the launching register on]
cell and delay, ns:
dfstp_2 0.43, or2_2 0.33, nor3_1 0.26, and3_1 0.44
nand2_1 0.12, mux2i_1 0.14, ha_1 0.34, nand4_1 0.16
a2111oi_0 0.50, o41ai_1 0.16, o211ai_1 0.10, buf_4 0.36
xor2_1 0.18
[stage by stage]
step                utilization [%]  power [mW]  setup WS (ns)  hold slack, ns
finish                         55.9        1.04           2.13           0.399
global route                   55.9        1.10           1.98           0.411
CTS                            55.9        1.06           2.12           0.400
detailed placement             53.9       0.674           2.54           0.396
global placement               53.9       0.672           2.60           0.396
floorplan                         -       0.629           2.99           0.370
[worst max-delay path by stage]
| stage | slack [ns] | from | to |
|---|---|---|---|
| 6_report | 2.13 | u_speed_ctrl.counter_limit[10] | sev_seg_t[0] |
| 5_1_grt | 1.98 | u_speed_ctrl.counter_limit[10] | sev_seg_t[0] |
| 4_1_cts | 2.12 | u_speed_ctrl.counter_limit[10] | sev_seg_t[0] |
No activity file was given, so power comes from the tool's default toggle rates.
